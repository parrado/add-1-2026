File: flow/run.sh
#!/bin/bash
# OpenROAD 26Q1-2900-gdf79404cd8, Yosys 0.63+post, stock flow scripts
make -C /OpenROAD-flow-scripts/flow DESIGN_CONFIG=/design/flow/config.mk WORK_HOME=/design/flow/orfs finish
File: flow/config.mk
export PLATFORM = sky130hd
export DESIGN_NAME = fp32mult
export DESIGN_NICKNAME = fp32mult
export VERILOG_FILES = /design/flow/design.v
export SDC_FILE = /design/flow/constraint.sdc
export NUM_CORES = 4
export LEC_CHECK = 1
export CORE_UTILIZATION = 50
File: flow/constraint.sdc
current_design fp32mult

set clk_period 14.0
set clk_io_pct 0.2

create_clock -name clk0 -period $clk_period [get_ports {clk}]

set non_clock_inputs [all_inputs -no_clocks]
set_input_delay [expr $clk_period * $clk_io_pct] -clock clk0 $non_clock_inputs
set_output_delay [expr $clk_period * $clk_io_pct] -clock clk0 [all_outputs]
File: flow/design.v
module exp_adder_bias (
    input  wire [7:0] exp1,    
    input  wire [7:0] exp2,    
    output wire [7:0] exp_out  
);
    wire [8:0] sum;            
    wire [8:0] sum_minus_bias;
    assign sum = exp1 + exp2;
    assign sum_minus_bias = sum - 9'd127;
    assign exp_out = sum_minus_bias[7:0];
endmodule
module exp_normalizer (
    input  wire        msb_mult,    
    input  wire [7:0]  exp_in,      
    output wire [7:0]  exp_out      
);
    assign exp_out = msb_mult ? (exp_in + 8'd1) : exp_in;
endmodule
module fp32mult (
    input  wire [31:0] x1,
    input  wire [31:0] x2,
    input  wire        en,
    input  wire        rst,
    input  wire        clk,
    output wire [31:0] y,
    output wire        ready
);
    wire [31:0] x1_reg;
    wire [31:0] x2_reg;
    fullreg #(32) reg_x1 (.clk(clk), .rst(rst), .en(en), .d(x1), .q(x1_reg));
    fullreg #(32) reg_x2 (.clk(clk), .rst(rst), .en(en), .d(x2), .q(x2_reg));
    wire sign1 = x1_reg[31];
    wire sign2 = x2_reg[31];
    wire [7:0] exp1 = x1_reg[30:23];
    wire [7:0] exp2 = x2_reg[30:23];
    wire [23:0] mant1 = {1'b1, x1_reg[22:0]};  
    wire [23:0] mant2 = {1'b1, x2_reg[22:0]};
    wire sign_result = sign1 ^ sign2;
    wire [7:0] exp_sum;
      wire en_d1;
    wire en_d2;
    exp_adder_bias exp_add_inst (
        .exp1(exp1),
        .exp2(exp2),
        .exp_out(exp_sum)
    );
    wire [47:0] mant_product;
    mult24 mult_inst (
        .a(mant1),
        .b(mant2),
        .p(mant_product)
    );
    wire [7:0] exp_norm;
    exp_normalizer exp_norm_inst (
        .msb_mult(mant_product[47]),
        .exp_in(exp_sum),
        .exp_out(exp_norm)
    );
    wire [23:0] mant_norm;
    mantissa_normalizer mant_norm_inst (
        .mult_out(mant_product),
        .mant_out(mant_norm)
    );
    wire [31:0] result_comb;
    assign result_comb = {sign_result, exp_norm, mant_norm[22:0]};
    fullreg #(32) reg_out (
        .clk(clk),
        .rst(rst),
        .en(en_d1),
        .d(result_comb),
        .q(y)
    );
    fullreg #(1) reg_en_stage1 (
        .clk(clk),
        .rst(rst),
        .en(1'b1),
        .d(en),
        .q(en_d1)
    );
    fullreg #(1) reg_en_stage2 (
        .clk(clk),
        .rst(rst),
        .en(1'b1),
        .d(en_d1),
        .q(en_d2)
    );
    assign ready = en_d2;
endmodule
module fullreg #(  parameter N = 16 )(
    input [N-1:0] d,
    output reg [N-1:0] q,
    input clk,
    input en,
    input clr,  
    input rst   
    );
always @(posedge clk,posedge rst) begin
    if(rst)
        q<=0;
    else    
    if(en==1)begin
        if(clr)
            q<=0;
        else
            q<=d;
    end
end
endmodule
module mantissa_normalizer (
    input  wire [47:0] mult_out,    
    output wire [23:0] mant_out     
);
    assign mant_out = mult_out[47] ? 
                      mult_out[47:24] : 
                      mult_out[46:23];
endmodule
module mult24 (
    input  wire [23:0] a,    
    input  wire [23:0] b,    
    output wire [47:0] p     
);
    assign p = $unsigned(a) * $unsigned(b);
endmodule
==> summary.txt <==
hold depth: 2
Synth Flop Type: dfrtp_1
yosys cell count: 2454
DRT Pass-1 Iters: 7
RSZ-0062 raised after global routing: false
Worst path depth: 25
Max Slew Vio Count: 0
Crit Path Category: reg -> reg
DRC violations left: 0
die area: 0.0462 sq mm
layout cells sized above 1: 5.09%
HPWL Detailed: 45.5 mm
count of tool warnings: 26
reg2reg path depth: 25
worst path bufs/invs: 7
post-synth top area cell: fa_1
Num CTS Buffers: 9
die height: 215 um
worst hold start: reg_out.q[7]
maxcap violations: 0
EDFF count, synth: 0
Logic area: 0.0175 sq mm
Core Region: 0.0444 sq mm
Netlist cell types: 72
IO Count: 100
routed wire length: 58.1 mm
fill count: 3959
Slew headroom: 46.1%
critical path's top delay family: adder cells
H-tree Lvls: 3
clk ins delay skew pair: 360 ps
post-route ant nets: 0
Syn Area/Cell: 9.23 sq um
Slowest-stage cell, CP: dfrtp_1
CP Launch Type: flip-flop
CTS Sinks: 98
Die W: 215 um
synthesized instance count: 2454
FP Util: 51.0%
initial DRC count: 726
hold_buf cts: 0
HP Class: reg -> reg
via count: 16100
CTS tree: yes
PortBufs: 99
postcts setup bufs: 0
Worst-path clk slew: 80 ps
post-DR vias/cell: 5.20
Worst setup startpoint: reg_x2.q[8]
Clock Tree Buf Depth: 2
Largest type area fraction: 42.6%
largest net degree at the start of global routing: 58
max incr delay on CP: 720 ps
Setup TNS: 0 ps
Seq cells post-synth: 98
drt wl/cell: 18.8 um
Max FO, Critical Path: 24
Worst Max-Slew Pin Slew: 808 ps
worst r2r src: reg_x2.q[8]
area delta synth->final: 8.45%
vias in the first global route: 17600
Worst EP arrival: 8230 ps
gr usage total: 29.1%
Post-synth area hogs: fa_1, dfrtp_1, ha_1
Final Util: 55.3%
FMAX: 125 MHz
status: completed
GPL Wtd Cong: 0.921
post-CTS resize count: 0
CP Capture Type: flip-flop
CP required: 14240 ps
Ys Warns: 7
CP dominant cell by count: fa_1
Syn Std Cell Area: 0.0227 sq mm
initial antenna violation count: 0
final worst path period share: 57.1%
GRT overflow: 0
# rows: 77
Final Setup Violations: 0
final hold violations: 0
clk root buf: clkbuf_16
fin crit period: 7990 ps
Hold Worst Slack: 493 ps
post-synthesis sequential area ratio: 10.8%
Chip Area, Yosys: 0.0227 sq mm
Reg area: 0.00245 sq mm
clk_skew: 16.8 ps
global-route wire length before repair: 96.1 mm
FFs w/ async S/R, synth: 100%
## cell families after synthesis
kind of cell,count (synthesis),synth area share [%]
muxes,58,2.82
and+or+nand+nor,683,14.8
adders and majority gates,665,52.7
AOI/OAI and AO/OA,191,5.47
DFF,98,10.8
buffers and inverters,724,12.1
xor gates and xnor gates,35,1.35
## worst reg2reg max path, stage by stage (launching register included)
cell and delay (ps):
dfrtp_1 720, clkinv_1 600, nor2_1 290, fa_1 460
fa_1 530, inv_1 50, fa_1 480, inv_1 50
fa_1 500, inv_1 50, fa_1 530, inv_1 50
fa_1 490, inv_1 50, fa_1 480, inv_1 40
ha_1 280, a21oi_1 160, o21ai_0 110, a21oi_1 140
o21bai_1 150, o2111a_2 360, or3_4 430, nand2_2 460
a21oi_1 130, a32o_1 280
## layout make-up
class,count,share of cell area (%)
antenna,1,0.0102
clock buffer,10,0.973
clock inverter,6,0.234
inverter,607,9.29
multi-input combinational,1632,71.1
sequential,98,9.99
tap,592,3.02
timing repair buffer,144,5.39
## cell usage in the layout (no fill, tap or decap), drive strengths merged, types with 4 or more instances in the layout
cell,synthesis,final
nand3,8,8
inv,604,607
clkinv,3,6
nor4,4,4
and3,4,4
nor3,13,13
nand2b,8,8
o311ai,4,4
nand2,313,313
o211ai,6,6
nor2,68,68
buf,7,46
xnor2,21,21
a21o,16,16
mux2,47,47
dfrtp,98,98
clkbuf,110,10
mux2i,11,11
a31oi,12,12
ha,183,183
o21bai,7,7
nand4,9,9
a21oi,61,61
xor2,14,14
o21ai,49,49
clkdlybuf4s50,0,98
fa,482,482
and2,242,242
a211oi,5,5
## per-layer routing
layer	global-route usage, %	wire (um)	vias up
met3	9.65	4810	79
met4	6.29	1350	0
li1	-	-	7323
met5	0.833	0	-
met2	47.1	29600	551
met1	40.1	22300	8107
## flip-flops by register name (all words and copies together) (netlist names)
name and flops:
reg_out.q 32, reg_x1.q 32, reg_x2.q 32, reg_en_stage1.q 1, reg_en_stage2.q 1
## through the flow
stage	setup slack (ps)	area [sq um]	instances
floorplan	7100	22700	2454
global placement	6220	24300	3073
detailed placement	6100	24300	3073
CTS	6050	24600	3089
global route	5590	24600	3089
finish	6010	24600	3090
## Yosys cell counts (all sizes together) (4+ instances only)
master and n:
inv 604, fa 482, nand2 313, and2 242
ha 183, clkbuf 110, dfrtp 98, nor2 68
a21oi 61, o21ai 49, mux2 47, xnor2 21
a21o 16, xor2 14, nor3 13, a31oi 12
mux2i 11, nand4 9, nand2b 8, nand3 8
buf 7, o21bai 7, o211ai 6, a211oi 5
and3 4, nor4 4, o311ai 4
## final timing paths
kind / slack [ps] / end
max in group asynchronous: 9980 / reg_x1.q[17]
min reg2reg: 490 / reg_out.q[7]
min in group asynchronous: 2870 / reg_x1.q[8]
max reg2reg: 6010 / reg_out.q[10]
min: 490 / reg_out.q[7]
max: 6010 / reg_out.q[10]
